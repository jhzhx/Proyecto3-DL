File: run.sh
#!/bin/bash
# OpenROAD 26Q1-2900-gdf79404cd8, Yosys 0.63+post, stock flow scripts
make -C /OpenROAD-flow-scripts/flow DESIGN_CONFIG=/design/flow/config.mk WORK_HOME=/design/flow/orfs finish
File: config.mk
export PLATFORM = sky130hd
export DESIGN_NAME = bin_to_bcd
export DESIGN_NICKNAME = bin_to_bcd
export VERILOG_FILES = /design/flow/design.v
export SDC_FILE = /design/flow/constraint.sdc
export NUM_CORES = 4
export LEC_CHECK = 1
export CORE_AREA = 10 10 78 78
export DIE_AREA = 0 0 88 88
File: constraint.sdc
current_design bin_to_bcd

set clk_period 6.8
set clk_io_pct 0.2

create_clock -name clk0 -period $clk_period

set non_clock_inputs [all_inputs -no_clocks]
set_input_delay [expr $clk_period * $clk_io_pct] -clock clk0 $non_clock_inputs
set_output_delay [expr $clk_period * $clk_io_pct] -clock clk0 [all_outputs]
File: design.v
module bin_to_bcd(
    input  logic [7:0] binary_in,  
    output logic [15:0] bcd_out     
);
    always_comb begin
        logic [7:0] bin_copy;
        logic [15:0] bcd_temp;
        bin_copy = binary_in;
        bcd_temp = '0;
        for (int i = 0; i < 8; i = i + 1) begin
            bcd_temp = {bcd_temp[14:0], bin_copy[7]};
            bin_copy = bin_copy << 1;
            if (bcd_temp[3:0] > 4)   bcd_temp[3:0]   = bcd_temp[3:0]   + 3;
            if (bcd_temp[7:4] > 4)   bcd_temp[7:4]   = bcd_temp[7:4]   + 3;
            if (bcd_temp[11:8] > 4)  bcd_temp[11:8]  = bcd_temp[11:8]  + 3;
            if (bcd_temp[15:12] > 4) bcd_temp[15:12] = bcd_temp[15:12] + 3;
        end
        bcd_out = bcd_temp;
    end
endmodule
==> CHANGELOG.md <==
### Implementation results

* Adder-Cell Fraction of Synth Area at 6.883%
* Slew Viols, Final at 0
* Die area at 0.007744 mm2
* Global-route wire length before repair at 6486 um
* DRC viols at 0
* Crit-path max FO at 5
* GPL Wtd Cong at 0.8349
* Crit end category: output pin
* XOR/XNOR Area Share at 5.408%
* FP Util at 28.83%
* Int Pwr at 181.2 uW
* Port Buffers at 18
* CLK BUF at 0
* Area leader, netlist: ha_1
* Fin cells at 308
* Combinational fraction of design power at 100.0%
* Core area at 0.004414 mm2
* Tool Warnings at 35
* Critical Path Source Type: input port
* MaxCap Viol Count at 0
* Total gr overflow at 0
* Final setup fails at 0
* Worst Path Required at 5440 ps
* Antenna diode count at 0
* Hold buffers post-CTS at 0
* P&R area growth vs syn at 61.06%
* Via/cell ratio at 5.269
* Main logic family: AND-OR/OR-AND gates
* Synth area leaders: ha_1 6.9%, mux2i_1 6.3%, a21oi_1 5.1%, nor3_1 4.7%, o21ai_0 4.3%
* Initial antenna violation count at 0
* Synth warn at 1
* Final hold vios at 0
* Switching power at 137.8 uW
* Die X at 88 um
* Mux area share at 9.538%
* Slew @ Worst Pin at 643.2 ps
* PnR Total Power at 318.9 uW
* Vias in the first global route at 1476
* Area leader share at 6.883%
* # IOs at 24
* # Cells Yosys at 189
* Post-layout min period at 6632 ps
* Syn_area_per_cell at 6.733 um2
* DPL Wire Length at 2825 um
* Yosys chip area at 0.001272 mm2
* Peak Freq at 150.8 MHz
* Flops at 0
* Synth Cell Area at 0.001272 mm2
* CP endpoint: bcd_out[3]
* Clock Power Share at 0%
* Sequential Power Share at 0%
* Dpl ws at -409.9 ps
* Kind of critical path: input port to output pin
* Ao+oa area frac at 38.94%
* Largest net degree at the start of global routing at 20
* Post-DRT Antenna Nets at 0
* Status: complete, no violations
* AND/OR/NAND/NOR Cells, Area Fraction at 27.93%
* Register Area at 0 um2
* Wirelength per Cell at 12.66 um
* Final wirelength at 3900 um
* Row Count at 24
* Worst slew margin at 56.57%
* Pre-antenna DRT Iters at 5
* Tot GR Track Use at 9.556%
* Die extent in y at 88 um
* Worst vdd ir at 50.27 uV
* Post-synth seq share at 0%
* Switching share of power at 43.19%
* Critical path launch point: binary_in[5]
* FILL cells at 406
* Via count at 1623
* Share of cells above drive strength 1 at 40.63%
* Netlist cell types at 54
* Power Dens Cells at 155.6 mW/mm2
* Final worst-path cycle share at 97.52%
* Final WS setup at 168.5 ps
* Leakage at 0.8855 nW
* Cell count after synthesis at 189
* Detailed Route Iter0 Violations at 112
* Hold Path Class: input port to output pin
* Hold path start: binary_in[0]
* Critical path arrival at 5270 ps
* Dpl cells at 292
==> cell usage after synthesis, types with 6 or more instances <==
master / n
clkbuf_1: 6
a21oi_1: 13
mux2i_1: 8
buf_4: 6
xnor2_1: 6
nor2_1: 14
nor2b_1: 7
nand2_1: 8
o21ai_0: 11
nor3_1: 12
inv_1: 11
nand3_1: 8
ha_1: 7
==> power groups by stage <==
stage / combinational (mW) / sequential, mW / clock [mW]
final: 0.319 / 0 / 0
after global routing: 0.351 / 0 / 0
after CTS: 0.304 / 0 / 0
==> worst min-delay path by stage <==
stage                 to  slack (ps)  cells past startpoint
CTS           bcd_out[0]        3520                      3
global route  bcd_out[0]        3540                      3
finish        bcd_out[0]        3510                      3
==> through the flow <==
step	utilization, %	area [um2]	hold slack, ps	TNS, ps
after CTS	44.47	1963	3524	0
after detailed placement	40.22	1775	3709	-1640
after global placement	40.22	1775	3702	-1001
final	46.43	2049	3507	0
after global routing	46.43	2049	3543	-96.32
after floorplan	-	1291	2751	0
==> area by class of cell <==
cell class	count	area [um2]	area share (%)
Multi-Input combinational cell	166	1304	63.61
Tap cell	52	65.06	3.175
Timing Repair Buffer	79	639.4	31.20
Inverter	11	41.29	2.015
==> layout by cell type (no fill, tap or decap), drive strengths merged, types with 3 or more instances in the layout <==
| cell type | instances |
|---|---|
| clkdlybuf4s50 | 12 |
| o211ai | 5 |
| a21oi | 14 |
| nand3 | 10 |
| nor2b | 7 |
| nand4 | 4 |
| nor2 | 14 |
| o22ai | 3 |
| a21o | 3 |
| ha | 7 |
| conb | 6 |
| inv | 11 |
| dlygate4sd2 | 4 |
| and3 | 3 |
| xnor2 | 6 |
| buf | 61 |
| nand2 | 10 |
| mux2i | 8 |
| nand2b | 3 |
| mux2 | 3 |
| o21ai | 17 |
| o221ai | 3 |
| nor3 | 13 |
==> cell families after synthesis <==
group | after synthesis
AOI/OAI and AO/OA | 68
xor gates and xnor gates | 7
buffers and inverters | 28
and+or+nand+nor | 67
adders and majority gates | 7
other | 1
muxes | 11
==> critical path: stages <==
cell and delay [ps]:
dlygate4sd2_1 240, inv_1 60, ha_2 180, inv_2 40
ha_4 190, xor2_4 170, buf_4 150, o21a_1 180
mux2i_2 220, nand3_1 110, o21ai_1 120, a222oi_1 110
buf_4 150, buf_4 120, buf_4 120, buf_4 120
buf_4 120, buf_4 120, buf_4 120, buf_4 120
buf_4 120, buf_4 120, o21ai_2 110, nand4_1 160
mux2i_1 170, clkdlybuf4s50_1 480
==> repair_timing <==
item	CTS	global route
setup endpoints to repair	8	8
buffers inserted	16	1
pin swaps	13	16
endpoints found under the hold margin	0	0
gates resized	24	19
==> layer usage <==
layer	track usage (%)	vias up	share of wire, %
met5	0	-	0
met3	0.09355	2	4.0
met1	14.30	728	50
met4	0.7246	0	0.41
met2	15.54	44	46
li1	-	849	-
Power and IR drop assume default switching activity.
